File: ./design.v
module BCDtodecimal_decoder(i,y);
  input [3:0]i;
  output reg [9:0]y;
  always@(*)
    begin 
      case(i)
        4'd0 : y=10'b0000000001;
        4'd1 : y=10'b0000000010;
        4'd2 : y=10'b0000000100;
        4'd3 : y=10'b0000001000;
        4'd4 : y=10'b0000010000;
        4'd5 : y=10'b0000100000;
        4'd6 : y=10'b0001000000;
        4'd7 : y=10'b0010000000;
        4'd8 : y=10'b0100000000;
        4'd9 : y=10'b1000000000;
        default : y=10'b0000000000;
      endcase
    end 
endmodule 
module BCDtodecimal_decoder_tb;
  reg [3:0]i;
  wire [9:0]y;
  integer k;
  BCDtodecimal_decoder dut(i,y);
  initial 
    begin
    $dumpfile("decoder.vcd");
   $dumpvars(0,BCDtodecimal_decoder_tb);
  end 
  initial 
    begin 
  $monitor("time=%0t,i=%b,y=%b",$time,i,y);
      for(k=0;k<10;k=k+1)
        begin 
          #10;i=k;
        end 
    end
endmodule 
File: ./run.sh
#!/bin/bash
# OpenROAD 26Q1-2900-gdf79404cd8, Yosys 0.63+post, stock flow scripts
make -C /OpenROAD-flow-scripts/flow DESIGN_CONFIG=/design/flow/config.mk WORK_HOME=/design/flow/orfs finish
File: ./config.mk
export PLATFORM = sky130hd
export DESIGN_NAME = BCDtodecimal_decoder
export DESIGN_NICKNAME = BCDtodecimal_decoder
export VERILOG_FILES = /design/flow/design.v
export SDC_FILE = /design/flow/constraint.sdc
export NUM_CORES = 4
export LEC_CHECK = 1
export CORE_AREA = 10 10 70 70
export DIE_AREA = 0 0 80 80
File: ./constraint.sdc
current_design BCDtodecimal_decoder

set clk_period 1.0
set clk_io_pct 0.2

create_clock -name clk0 -period $clk_period

set non_clock_inputs [all_inputs -no_clocks]
set_input_delay [expr $clk_period * $clk_io_pct] -clock clk0 $non_clock_inputs
set_output_delay [expr $clk_period * $clk_io_pct] -clock clk0 [all_outputs]
==> results_slide.txt <==
Physical Implementation Snapshot

Status
  • Status: finished, violations left
  • Failing checks: negative setup slack

Place
  • Post-DP HPWL: 555 um
  • RD Place Congestion: 0.612
  • Post-Place Cells: 77
  • Input/output buffers: 14
  • Setup WS pre-CTS: -0.895 ns

Final layout
  • Multi-input logic area: 201 sq um
  • Share of cells above drive strength 1: 91.9%
  • Registers: 0
  • Register Area: 0 sq um
  • Clock buffers: 0
  • Layout Cells excl Fill: 83
  • Fill cell count: 396
  • Area grow syn2layout: 155%

Final timing
  • Slew @ Worst Pin: 0.191 ns
  • FMAX: 893 MHz
  • Setup WS post-layout: -0.120 ns
  • Clock period minus worst slack: 1.12 ns
  • Fin. Hold Viols: 0
  • Final setup viols: 8
  • Unrepaired setup endpoints after global routing: yes
  • Period utilisation layout: 112%
  • Final Max Slew Viols: 0
  • Slew HR: 87.2%

Setup path
  • Worst-path maximum fanout: 3
  • Critical path required time: 0.80 ns
  • Slowest stage cell, crit path: nor4bb_4
  • Crit path DAT: 0.92 ns
  • Kind of critical path: primary input to output port
  • Most used cell, CP: buf_6
  • CP Launch Type: primary input
  • Critical Path Max Stage Delay: 0.26 ns
  • CP Cell Sequence: buf_6, buf_6, buf_6, nor4bb_4, buf_2
  • Critical Path Sink Type: output port

Pwr
  • Leak pwr: 0.237 nW
  • Sw Share: 36.7%
  • Clock Power Share: 0%
  • Seq pwr share: 0%
  • Net Sw Power: 0.0000609 W
  • VDD IR-drop max: 0.116 mV
  • Combinational share of power: 100.0%
  • Pint: 0.000105 W
  • Power Density: 326 nW/um^2

Worst hold path
  • Worst Hold Path EP: y[8]
  • WHS Path Cells: 3
  • Hold Path Origin: i[3]
  • Hold WC Path Type: primary input to output port

GRT
  • Total Routing Usage GR: 2.36%
  • Antenna violations before repair: 0
  • Largest net degree at the start of global routing: 7
  • Global route overflow: 0
  • Vias in the first global route: 231
  • First-pass GRT wire length: 1.24 mm

Synth
  • Main area contributors: nor4b_2 30%, nor4bb_4 25%, buf_6 17%, and4bb_1 13%, nor4_2 6.3%
  • Synth Seq Share: 0%
  • Yosys warns: 1
  • Cell Area, Synth: 199 sq um
  • Cell taking the most area after synthesis: nor4b_2
  • Synth top cells by count: 4 x nor4b_2, 3 x buf_6, 2 x and4bb_1, 2 x nor4bb_4
  • Synth Area per Inst: 14.2 sq um
  • Yosys stat area: 199 sq um
  • Mux share: 0%
  • Yosys adder share: 0%
  • Synth Area in Compound Gates: 0%
  • Main logic family after synthesis: simple AND/OR/NAND/NOR gates
  • Post-Syn Instances: 14
  • Yosys Instances: 14
  • Netlist cell types: 7
  • Synth top area share: 30.2%
  • Most numerous cell in the Yosys netlist: nor4b_2
  • Yosys xor share: 0%
  • Yosys simple share: 79.2%

Detailed routing
  • Initial DRC Count: 1
  • Mean routed wirelength per cell: 8.84 um
  • Residual DRC: 0
  • ANT cells: 0
  • Antenna Nets Post-Route: 0
  • Via count: 213
  • Vias per cell: 2.57
  • Post-Route WL: 734 um
  • DRT Pass-1 Iters: 2

Floorplanning
  • Die Span X: 80 um
  • Die Footprint: 6400 sq um
  • Core Box Area: 3420 sq um
  • FP Util: 5.82%
  • Die height: 80 um
  • I/O pins: 14
  • Rows: 21

Run
  • Tool Warnings: 34
  • MaxCap Viol Count: 0

Clock tree
  • Hold buffer count at cts: 0
layer usage:
layer	global-route usage [%]	share of wire, %	vias up
met2	2.17	24	14
met1	4.09	59	92
met4	0	0	0
met5	0	0	-
li1	-	-	107
met3	1.48	16	0
repair_timing:
item	4_1_cts	5_1_grt
hold endpoints to repair	0	0
pin swaps	9	7
setup buffers	5	1
resized	67	5
endpoints found under the setup margin	10	8
kinds of logic (layout without fill, tap and decap cells):
kind of cell           count (synthesis)  count (layout)
buffers and inverters                  4              27
AND/OR/NAND/NOR                       10              10
through the flow:
stage / power (W) / hold slack, ns / TNS [ns] / util (%) / area [sq um]
3_5_place_dp: 0.000110 / 1.44 / -8.09 / 11.9 / 408
4_1_cts: 0.000149 / 0.725 / -0.461 / 13.8 / 472
5_1_grt: 0.000176 / 0.744 / -0.757 / 14.9 / 508
3_3_place_gp: 0.000109 / 1.47 / -8.04 / 11.9 / 408
6_report: 0.000166 / 0.724 / -0.359 / 14.9 / 508
2_1_floorplan: 0.0000602 / 0.534 / 0 / - / 199
power groups by stage:
stage | Sequential (W) | Combinational, W | Clock [W]
after CTS | 0 | 0.000149 | 0
after global routing | 0 | 0.000176 | 0
final | 0 | 0.000166 | 0
critical path: cells and delay by family:
family        cells  cell delay, ns
buf+inv           4            0.46
simple gates      1            0.26
how the worst max path moves through the flow:
stage / from / end / cells past startpoint
final: i[1] / y[5] / 5
after global routing: i[1] / y[5] / 5
after CTS: i[3] / y[5] / 5
cell usage in the layout, fill, tap and decap left out:
master / count
nor4_4: 1
and4b_1: 1
buf_2: 10
and4bb_1: 2
buf_4: 2
nor4bb_4: 2
nor4b_4: 4
buf_8: 4
buf_6: 11
area by class of cell:
type                       count  area share, %
multi-input combinational     10           39.7
tap                           46           11.3
timing repair buffer          27           49.0
No activity file was given, so power comes from the tool's default toggle rates.
